File: ./run.sh
#!/bin/bash
# OpenROAD 26Q1-2900-gdf79404cd8, Yosys 0.63+post, stock flow scripts
make -C /OpenROAD-flow-scripts/flow DESIGN_CONFIG=/design/flow/config.mk WORK_HOME=/design/flow/orfs finish
File: ./config.mk
export PLATFORM = sky130hd
export DESIGN_NAME = PmodCLP
export DESIGN_NICKNAME = PmodCLP
export VERILOG_FILES = /design/flow/design.v
export SDC_FILE = /design/flow/constraint.sdc
export NUM_CORES = 4
export LEC_CHECK = 1
export CORE_UTILIZATION = 50
export SYNTH_HDL_FRONTEND = slang
File: ./constraint.sdc
current_design PmodCLP

set clk_period 3.1
set clk_io_pct 0.2

create_clock -name clk0 -period $clk_period [get_ports {CLK}]

set non_clock_inputs [all_inputs -no_clocks]
set_input_delay [expr $clk_period * $clk_io_pct] -clock clk0 $non_clock_inputs
set_output_delay [expr $clk_period * $clk_io_pct] -clock clk0 [all_outputs]
File: ./design.v
`timescale 1ns / 1ps
module PmodCLP(
    btnr,
    CLK,
    JA,
	 JB
    );
    input btnr;								 
    input CLK;									 
    output [7:0] JA;							 
    output [6:4] JB;
	wire [7:0] JA;
	wire [6:4] JB;
	parameter [3:0] stFunctionSet = 0,						 
						 stDisplayCtrlSet = 1,
						 stDisplayClear = 2,
						 stPowerOn_Delay = 3,					 
						 stFunctionSet_Delay = 4,
						 stDisplayCtrlSet_Delay = 5,
						 stDisplayClear_Delay = 6,
						 stInitDne = 7,							 
						 stActWr = 8,
						 stCharDelay = 9;							 
	reg [6:0] clkCount = 7'b0000000;
	reg [20:0] count = 21'b000000000000000000000;	 
	wire delayOK;													 
	reg oneUSClk;													 
	reg [3:0] stCur = stPowerOn_Delay;						 
	reg [3:0] stNext;
	wire writeDone;											 
	parameter [9:0] LCD_CMDS[0:23] = {
						{2'b00, 8'h3C},		 
						{2'b00, 8'h0C},		 
						{2'b00, 8'h01},		 
						{2'b00, 8'h02},		 
						{2'b10, 8'h48},		 
						{2'b10, 8'h65},		 
						{2'b10, 8'h6C},		 
						{2'b10, 8'h6C},		 
						{2'b10, 8'h6F},		 
						{2'b10, 8'h20},		 
						{2'b10, 8'h46},		 
						{2'b10, 8'h72},		 
						{2'b10, 8'h6F},		 
						{2'b10, 8'h6D},		 
						{2'b10, 8'h20},		 
						{2'b10, 8'h44},		 
						{2'b10, 8'h69},		 
						{2'b10, 8'h67},		 
						{2'b10, 8'h69},		 
						{2'b10, 8'h6C},		 
						{2'b10, 8'h65},		 
						{2'b10, 8'h6E},		 
						{2'b10, 8'h74},		 
						{2'b00, 8'h18}			 
	};
	reg [4:0] lcd_cmd_ptr;
	always @(posedge CLK) begin
			if(clkCount == 7'b1100100) begin
					clkCount <= 7'b0000000;
					oneUSClk <= ~oneUSClk;
			end
			else begin
					clkCount <= clkCount + 1'b1;
			end
	end
	always @(posedge oneUSClk) begin
			if(delayOK == 1'b1) begin
					count <= 21'b000000000000000000000;
			end
			else begin
					count <= count + 1'b1;
			end
	end
	assign delayOK = (
				((stCur == stPowerOn_Delay) && (count == 21'b111101000010010000000)) ||				 
				((stCur == stFunctionSet_Delay) && (count == 21'b000000000111110100000)) ||		 
				((stCur == stDisplayCtrlSet_Delay) && (count == 21'b000000000111110100000)) ||	 
				((stCur == stDisplayClear_Delay) && (count == 21'b000100111000100000000)) ||		 
				((stCur == stCharDelay) && (count == 21'b000111111011110100000))						 
	) ? 1'b1 : 1'b0;
	assign writeDone = (lcd_cmd_ptr == 5'd23) ? 1'b1 : 1'b0;
	always @(posedge oneUSClk) begin
			if((stNext == stInitDne || stNext == stDisplayCtrlSet || stNext == stDisplayClear) && writeDone == 1'b0) begin
					lcd_cmd_ptr <= lcd_cmd_ptr + 1'b1;
			end
			else if(stCur == stPowerOn_Delay || stNext == stPowerOn_Delay) begin
					lcd_cmd_ptr <= 5'b00000;
			end
			else begin
					lcd_cmd_ptr <= lcd_cmd_ptr;
			end
	end
	always @(posedge oneUSClk) begin
			if(btnr == 1'b1) begin
					stCur <= stPowerOn_Delay;
			end
			else begin
					stCur <= stNext;
			end
	end
	always @(stCur or delayOK or writeDone or lcd_cmd_ptr) begin
			case (stCur)
				stPowerOn_Delay : begin
						if(delayOK == 1'b1) begin
							stNext <= stFunctionSet;
						end
						else begin
							stNext <= stPowerOn_Delay;
						end
				end
				stFunctionSet : begin
						stNext <= stFunctionSet_Delay;
				end
				stFunctionSet_Delay : begin
						if(delayOK == 1'b1) begin
							stNext <= stDisplayCtrlSet;
						end
						else begin
							stNext <= stFunctionSet_Delay;
						end
				end
				stDisplayCtrlSet : begin
						stNext <= stDisplayCtrlSet_Delay;
				end
				stDisplayCtrlSet_Delay : begin
						if(delayOK == 1'b1) begin
							stNext <= stDisplayClear;
						end
						else begin
							stNext <= stDisplayCtrlSet_Delay;
						end
				end
				stDisplayClear	: begin
						stNext <= stDisplayClear_Delay;
				end
				stDisplayClear_Delay : begin
						if(delayOK == 1'b1) begin
							stNext <= stInitDne;
						end
						else begin
							stNext <= stDisplayClear_Delay;
						end
				end
				stInitDne : begin		
						stNext <= stActWr;
				end
				stActWr : begin
						stNext <= stCharDelay;
				end
				stCharDelay : begin
						if(delayOK == 1'b1) begin
							stNext <= stInitDne;
						end
						else begin
							stNext <= stCharDelay;
						end
				end
				default : stNext <= stPowerOn_Delay;
			endcase
	end
	assign JB[4] = LCD_CMDS[lcd_cmd_ptr][9];
	assign JB[5] = LCD_CMDS[lcd_cmd_ptr][8];
	assign JA = LCD_CMDS[lcd_cmd_ptr][7:0];
	assign JB[6] = (stCur == stFunctionSet || stCur == stDisplayCtrlSet || stCur == stDisplayClear || stCur == stActWr) ? 1'b1 : 1'b0;
endmodule
==> impl_metrics.csv <==
group,metric,value,unit
sta,setup_tns,0,ps
cells_and_area,final_cells,353,
power_and_ir_drop,power_density,89.2,nW/um^2
global_routing,grt_usage,0.183,
global_routing,grt_pass1_wl,7600,microns
synthesis,yosys_warnings,0,
drt,ant_nets,0,
clocking,post-cts-setup-buffers,0,
sta,fin_crit,1660,ps
sta,rsz0062_at_grt,"false",
synthesis,ys_chip_area,2510,sq um
run,tool_warnings,34,
place,dp_cells,349,
synthesis,synth_top_area_share,0.303,
clocking,cts_hold_buf,0,
critical_path,path_max_fanout,7,
cells_and_area,seqCellArea,941,sq um
drt,first_pass_iters,4,
clocking,path_clk_slew,40,ps
clocking,ctsHtreeMaxLevel,1,
critical_path,cp_top_family,"simple AND/OR/NAND/NOR gates",
critical_path,worst-path-buf-inv,1,
critical_path,criticalPathCategory,"reg2reg",
die,die_h,72.9,microns
power_and_ir_drop,p_leak,0.996,nW
drt,finalWirelength,4320,microns
sta,finalCritPeriodShare,0.536,
sta,fmax,0.602,GHz
cells_and_area,areaGrowthSynthToFinish,6.58,%
drt,viasPerCell,5.27,
critical_path,max_stage_delay,690,ps
critical_path,cp.arrival,1520,ps
die,num_rows,25,
status,outcome,"finished clean",
sta,setup_violations,0,
global_routing,gr-total-overflow,0,
drt,drc,0,
global_routing,grt_start_max_net_pins,37,
sta,maxSlewViolCount,0,
clocking,cts_resized,0,
global_routing,antenna_found_initial,0,
synthesis,synthArstFlopShare,0,
drt,post_drt_wl_per_cell,12.2,microns
synthesis,ys_ff,44,
synthesis,edf_count,6,
synthesis,ys_cells,282,
synthesis,synthCells,282,
synthesis,ff_type,"dfxtp_1",
clocking,clock_latency,230,ps
synthesis,area_leaders,"dfxtp_1 (30%), edfxtp_1 (7.2%), ha_1 (6.5%), nor2_1 (6.4%), xnor2_1 (4.5%)",
place,numPortBuffers,10,
die,chip_area,5310,sq um
critical_path,worstSetupEndpointType,"flop",
drt,antennaDiodeCount,0,
cells_and_area,final_layout_size_suffix_gt1_frac,0.0839,
die,core_area,4790,sq um
place,dp_hpwl,3180,microns
cells_and_area,final.fill_count,456,
die,die_w,72.9,microns
sta,untimed_endpoints,50,
sta,slew-limit-headroom,0.455,
clocking,clockBufferDepth,2,
global_routing,first_global_vias,1698,
synthesis,yosysTopAreaCell,"dfxtp_1",
run,cap_violations,0,
die,fp_util,0.525,
cells_and_area,combGateArea,1450,sq um
critical_path,required,2960,ps
critical_path,cp-start-kind,"flop",
power_and_ir_drop,ir_drop,324,uV
die,num_io_pins,13,
sta,unclocked_pins,36,
hold_path,hold_path_class,"reg2reg",
synthesis,syn_area_per_cell,8.90,sq um
drt,drt_iter0_markers,89,
sta,finalHoldViolations,0,
clocking,cts_tree,"built",
sta,skew,8.64,ps
place,gp_congestion,0.804,
clocking,cts-root-buf,"clkbuf_8",
sta,worst_slew_pin_slew,816,ps
clocking,numCtsBuffers,3,
drt,vias,1860,
critical_path,cp_slowest_cell,"nor3b_1",
synthesis,syn_area,2510,sq um
critical_path,cp_cell_sequence,"inv_1 > ha_1 > nand4b_1 > nor3b_1",
synthesis,ys_seq_frac,0.375,
synthesis,yosysUniqueCellTypes,55,
synth_stat cells (6+ instances only):
cell      count
xnor2_1      13
nor3_1        9
nor2b_1       6
inv_1        11
nand3_1      16
ha_1         13
nand2_1      13
edfxtp_1      6
dfxtp_1      38
xor2_1       13
o21ai_0       6
a21oi_1      13
nor2_1       43
area by class of cell:
class / count / area share
Tap cell: 67 / 0.0313
Multi-Input combinational cell: 215 / 0.543
Timing Repair Buffer: 11 / 0.0402
Sequential cell: 44 / 0.352
Clock buffer: 4 / 0.0168
Inverter: 12 / 0.0168
sequential cells by signal, summed over array words and instances (netlist names):
| name | flops |
|---|---|
| clkCount | 7 |
| count | 21 |
| lcd_cmd_ptr | 5 |
| oneUSClk | 1 |
| stCur | 10 |
cells by family after synthesis:
group           after synthesis  synth area share
other cells                   1           0.00149
xor+xnor                     26            0.0907
mux                           7            0.0419
simple gates                128             0.270
flops                        44             0.375
buf+inv                      24            0.0478
fa+ha+maj                    13            0.0648
compound gates               39             0.109
where the power goes:
group / switching, mW / internal, mW / leakage (nW)
combinational: 0.00146 / 0.00134 / 0.592
sequential: 0 / 0.105 / 0.381
clock: 0.0417 / 0.0892 / 0.0228
total: 0.0432 / 0.196 / 0.996
per-stage QoR:
step	total power [mW]	setup slack (ps)	hold slack [ps]	utilization	cell area (sq um)
after floorplan	0.109	1640	426	-	2510
after detailed placement	0.110	1440	450	0.550	2630
after global routing	0.248	1330	493	0.559	2680
final	0.239	1440	449	0.559	2680
after global placement	0.110	1440	438	0.550	2630
after CTS	0.241	1440	459	0.559	2680
layer usage:
layer  vias to the layer above  global-route usage  part of all wire
met1                       854               0.303              0.55
met3                         0              0.0224             0.022
li1                        985                   -                 -
met4                         0             0.00436                 0
met2                        21               0.283              0.43
met5                         -                   0                 0
path summary, 6_finish.rpt:
check                           slack, ps  cells past startpoint                   start                      to
worst max-delay path                 1440                      4  clkCount[0]$_SDFF_PN0_      oneUSClk$_DFFE_PN_
worst min-delay path                  450                      1  clkCount[0]$_SDFF_PN0_  clkCount[0]$_SDFF_PN0_
worst max register to register       1440                      4  clkCount[0]$_SDFF_PN0_      oneUSClk$_DFFE_PN_
worst min register to register        450                      1  clkCount[0]$_SDFF_PN0_  clkCount[0]$_SDFF_PN0_
cells in the final DEF, fill, tap and decap left out, drive strengths merged, types with 7 or more instances in the layout:
master / instances
dfxtp: 38
xnor2: 13
xor2: 13
o21ai: 7
nand2: 13
nor2: 43
ha: 13
nor3: 9
nand3: 16
a21oi: 18
clkdlybuf4s50: 10
inv: 12
Power is estimated from default activity; no workload was simulated.
